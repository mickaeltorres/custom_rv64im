==> flow/run.sh <==
#!/bin/bash
# OpenROAD 26Q1-2900-gdf79404cd8, Yosys 0.63+post, stock flow scripts
make -C /OpenROAD-flow-scripts/flow DESIGN_CONFIG=/design/flow/config.mk WORK_HOME=/design/flow/orfs finish
==> flow/config.mk <==
export PLATFORM = sky130hd
export DESIGN_NAME = SDCTRL
export DESIGN_NICKNAME = SDCTRL
export VERILOG_FILES = /design/flow/design.v
export SDC_FILE = /design/flow/constraint.sdc
export NUM_CORES = 4
export LEC_CHECK = 1
export CORE_UTILIZATION = 50
==> flow/constraint.sdc <==
current_design SDCTRL

set clk_period 9.1
set clk_io_pct 0.2

create_clock -name clk0 -period $clk_period [get_ports {CLK}]

set non_clock_inputs [all_inputs -no_clocks]
set_input_delay [expr $clk_period * $clk_io_pct] -clock clk0 $non_clock_inputs
set_output_delay [expr $clk_period * $clk_io_pct] -clock clk0 [all_outputs]
==> flow/design.v <==
`timescale 1ns / 1ps
module SDCTRL(
    input               CLK,
    input               RST,
    output reg          SD_CS,
    output reg          SD_MOSI,
    output reg          SD_SCK,
    input               SD_MISO,
    output reg          SDCMDRE,
    input [39:0]        SDCMDOUT,
    input               SDCMDEMPTY,
    output reg [7:0]    SDDATIN,
    output reg          SDDATWE,
    input               SDDATFULL
);
reg [15:0]  step;
reg [39:0]  cmd;
reg [47:0]  cmdrd;
reg [7:0]   dat;
reg [15:0]  cnt;
reg [15:0]  wait_init;
reg [24:0]  retry;
reg [7:0]   err;
reg [47:0]  CMD0 =  'h400000000095;
reg [47:0]  CMD8 =  'h48000001aa87;
reg [47:0]  CMD9 =  'h49;
reg [47:0]  CMD10 = 'h4a;
reg [47:0]  CMD55 = 'h7700000000aa;
reg [47:0]  CMD41 = 'h6940000000aa;
reg [47:0]  CMD58 = 'h7a00000000aa;
reg [7:0]   CMD17 = 'h51;
reg [7:0]   CMD24 = 'h58;
always @(posedge CLK)
begin
    if (RST == 0) begin
        SD_CS <= 1;
        SD_SCK <= 0;
        SD_MOSI <= 1;
        SDCMDRE <= 0;
        SDDATWE <= 0;
        step <= 0;
        err <= 0;
    end else case (step)
        0: begin
            SD_SCK <= 0;
            SD_CS <= 1;
            SD_MOSI <= 1;
            err <= 0;
            if (SDCMDEMPTY != 1) begin
                SDCMDRE <= 1;
                step <= 1;
            end
        end
        1: begin
            SDCMDRE <= 0;
            step <= 2;
        end
        2: begin
            cmd <= SDCMDOUT;
            step <= 3;
        end
        3: begin
            case (cmd[7:0])
                0:          step <= 100;     
                1:          begin            
                    step <= 10000;
                    SD_CS <= 0;
                    cmdrd[47:40] <= CMD17;
                    cmdrd[39:8] <= cmd[39:8];
                    cmdrd[7:0] <= 'hff;
                end
                2:          begin            
                    step <= 20000;
                    SD_CS <= 0;
                    cmdrd[47:40] <= CMD24;
                    cmdrd[39:8] <= cmd[39:8];
                    cmdrd[7:0] <= 'hff;
                end
                3:          begin            
                    step <= 10000;
                    SD_CS <= 0;
                    cmdrd[47:40] <= CMD9;
                    cmdrd[39:8] <= 0;
                    cmdrd[7:0] <= 'hff;
                end
                4:          begin            
                    step <= 10000;
                    SD_CS <= 0;
                    cmdrd[47:40] <= CMD10;
                    cmdrd[39:8] <= 0;
                    cmdrd[7:0] <= 'hff;
                end
                default:    step <= 0;
            endcase
        end
        100: begin
            cnt <= 159;
            step <= 101;
            SD_SCK <= 1;
            err <= 'hff;
        end
        150: begin
            cnt <= cnt - 1;
            if (cnt == 0) begin
                step <= 151;
                SD_CS <= 0;
            end else begin
                step <= 101;
                SD_SCK <= !SD_SCK;
            end
        end
        200: begin
            cnt <= 639;
            step <= 201;
            SD_SCK <= 1;
            SD_MOSI <= 1;
        end
        250: begin
            cnt <= cnt - 1;
            if (cnt == 0)
                step <= 300;
            else begin
                step <= 201;
                SD_SCK <= !SD_SCK;
            end
        end
        300: begin
            cnt <= 47;
            step <= 301;
            SD_SCK <= 1;
            SD_CS <= 0;
            SD_MOSI <= CMD0[47];
        end
        350: begin
            if ((cnt == 0) && (SD_SCK == 0)) begin
                step <= 400;
                retry <= 16;
                SD_MOSI <= 1;
            end else begin
                if (SD_SCK == 0) begin
                    cnt <= cnt - 1;
                    SD_MOSI <= CMD0[cnt - 1];
                end
                step <= 301;
                SD_SCK <= !SD_SCK;
            end
        end
        400: begin
            retry <= retry - 1;
            cnt <= 8;
            step <= 401;
            SD_SCK <= 1;
            SD_CS <= 0;
        end
        401: begin
            step <= 402;
            if (SD_SCK == 1) begin
                dat[cnt - 1] <= SD_MISO;
                cnt <= cnt - 1;
            end
        end
        450: begin
            if ((cnt == 0) && (SD_SCK == 0)) begin
                if (dat == 1) begin
                    step <= 500;
                end else begin
                    err <= 1;
                    if (retry != 0) begin
                        step <= 400;
                    end else
                        step <= 65000;
                end
            end else begin
                step <= 401;
                SD_SCK <= !SD_SCK;
            end
        end
        500: begin
            cnt <= 47;
            step <= 501;
            SD_SCK <= 1;
            SD_CS <= 0;
            SD_MOSI <= CMD8[47];
        end
        550: begin
            if ((cnt == 0) && (SD_SCK == 0)) begin
                step <= 600;
                retry <= 16;
                SD_MOSI <= 1;
            end else begin
                if (SD_SCK == 0) begin
                    cnt <= cnt - 1;
                    SD_MOSI <= CMD8[cnt - 1];
                end
                step <= 501;
                SD_SCK <= !SD_SCK;
            end
        end
        600: begin
            retry <= retry - 1;
            cnt <= 8;
            step <= 601;
            SD_SCK <= 1;
            SD_CS <= 0;
        end
        601: begin
            step <= 602;
            if (SD_SCK == 1) begin
                dat[cnt - 1] <= SD_MISO;
                cnt <= cnt - 1;
            end
        end
        650: begin
            if ((cnt == 0) && (SD_SCK == 0)) begin
                if (dat == 1) begin
                    step <= 651;
                    SD_SCK <= 1;
                    cnt <= 95;
                end else begin
                    err <= 2;
                    if (retry != 0) begin
                        step <= 600;
                    end else
                        step <= 65000;
                end
            end else begin
                step <= 601;
                SD_SCK <= !SD_SCK;
            end
        end
        699: begin
            cnt <= cnt - 1;
            if (cnt == 0) begin
                step <= 700;
                wait_init <= 2048;
            end else begin
                step <= 651;
                SD_SCK <= !SD_SCK;
            end
        end
        700: begin
            wait_init <= wait_init - 1;
            cnt <= 47;
            step <= 701;
            SD_SCK <= 1;
            SD_CS <= 0;
            SD_MOSI <= CMD55[47];
        end
        750: begin
            if ((cnt == 0) && (SD_SCK == 0)) begin
                step <= 800;
                retry <= 16;
                SD_MOSI <= 1;
            end else begin
                if (SD_SCK == 0) begin
                    cnt <= cnt - 1;
                    SD_MOSI <= CMD55[cnt - 1];
                end
                step <= 701;
                SD_SCK <= !SD_SCK;
            end
        end
        800: begin
            retry <= retry - 1;
            cnt <= 8;
            step <= 801;
            SD_SCK <= 1;
            SD_CS <= 0;
        end
        801: begin
            step <= 802;
            if (SD_SCK == 1) begin
                dat[cnt - 1] <= SD_MISO;
                cnt <= cnt - 1;
            end
        end
        850: begin
            if ((cnt == 0) && (SD_SCK == 0)) begin
                if (dat == 1) begin
                    step <= 900;
                end else begin
                    err <= 3;
                    if (retry != 0) begin
                        step <= 800;
                    end else
                        step <= 65000;
                end
            end else begin
                step <= 801;
                SD_SCK <= !SD_SCK;
            end
        end
        900: begin
            cnt <= 47;
            step <= 901;
            SD_SCK <= 1;
            SD_CS <= 0;
            SD_MOSI <= CMD41[47];
        end
        950: begin
            if ((cnt == 0) && (SD_SCK == 0)) begin
                step <= 1000;
                retry <= 16;
                SD_MOSI <= 1;
            end else begin
                if (SD_SCK == 0) begin
                    cnt <= cnt - 1;
                    SD_MOSI <= CMD41[cnt - 1];
                end
                step <= 901;
                SD_SCK <= !SD_SCK;
            end
        end
        1000: begin
            retry <= retry - 1;
            cnt <= 8;
            step <= 1001;
            SD_SCK <= 1;
            SD_CS <= 0;
        end
        1001: begin
            step <= 1002;
            if (SD_SCK == 1) begin
                dat[cnt - 1] <= SD_MISO;
                cnt <= cnt - 1;
            end
        end
        1050: begin
            if ((cnt == 0) && (SD_SCK == 0)) begin
                if (dat == 0) begin
                    step <= 1051;
                    SD_SCK <= 1;
                    cnt <= 95;
                end else begin
                    err <= 4;
                    if (retry != 0) begin
                        step <= 1000;
                    end else begin
                        if (wait_init == 0)
                            step <= 65000;
                        else
                            step <= 700;
                    end
                end
            end else begin
                step <= 1001;
                SD_SCK <= !SD_SCK;
            end
        end
        1099: begin
            cnt <= cnt - 1;
            if (cnt == 0)
                step <= 1100;
            else begin
                step <= 1051;
                SD_SCK <= !SD_SCK;
            end
        end
        1100: begin
            cnt <= 47;
            step <= 1101;
            SD_SCK <= 1;
            SD_CS <= 0;
            SD_MOSI <= CMD58[47];
        end
        1150: begin
            if ((cnt == 0) && (SD_SCK == 0)) begin
                step <= 1200;
                retry <= 16;
                SD_MOSI <= 1;
            end else begin
                if (SD_SCK == 0) begin
                    cnt <= cnt - 1;
                    SD_MOSI <= CMD58[cnt - 1];
                end
                step <= 1101;
                SD_SCK <= !SD_SCK;
            end
        end
        1200: begin
            retry <= retry - 1;
            cnt <= 8;
            step <= 1201;
            SD_SCK <= 1;
            SD_CS <= 0;
        end
        1201: begin
            step <= 1202;
            if (SD_SCK == 1) begin
                dat[cnt - 1] <= SD_MISO;
                cnt <= cnt - 1;
            end
        end
        1250: begin
            if ((cnt == 0) && (SD_SCK == 0)) begin
                if (dat == 0) begin
                    step <= 1251;
                    SD_SCK <= 1;
                    cnt <= 95;
                end else begin
                    err <= 5;
                    if (retry != 0) begin
                        step <= 1200;
                    end else
                        step <= 65000;
                end
            end else begin
                step <= 1201;
                SD_SCK <= !SD_SCK;
            end
        end
        1299: begin
            cnt <= cnt - 1;
            if (cnt == 0)
                step <= 64000;
            else begin
                step <= 1251;
                SD_SCK <= !SD_SCK;
            end
        end
        10000: begin
            cnt <= 47;
            step <= 10001;
            SD_SCK <= 1;
            SD_CS <= 0;
            SD_MOSI <= cmdrd[47];
        end
        10001: begin
            if ((cnt == 0) && (SD_SCK == 0)) begin
                step <= 10010;
                retry <= 16;
                SD_MOSI <= 1;
            end else begin
                if (SD_SCK == 0) begin
                    cnt <= cnt - 1;
                    SD_MOSI <= cmdrd[cnt - 1];
                end
                SD_SCK <= !SD_SCK;
            end
        end
        10010: begin
            retry <= retry - 1;
            cnt <= 8;
            step <= 10011;
            SD_SCK <= 1;
            SD_CS <= 0;
        end
        10011: begin
            if (SD_SCK == 1) begin
                dat[cnt - 1] <= SD_MISO;
                cnt <= cnt - 1;
            end
            if ((cnt == 0) && (SD_SCK == 0)) begin
                if (dat == 0) begin
                    step <= 10020;
                    retry <= 'hffff;
                end else begin
                    err <= 1;
                    if (retry != 0) begin
                        step <= 10010;
                    end else
                        step <= 65000;
                end
            end else begin
                SD_SCK <= !SD_SCK;
            end
        end
        10020: begin
            retry <= retry - 1;
            cnt <= 8;
            step <= 10021;
            SD_SCK <= 1;
            SD_CS <= 0;
        end
        10021: begin
            if (SD_SCK == 1) begin
                dat[cnt - 1] <= SD_MISO;
                cnt <= cnt - 1;
            end
            if ((cnt == 0) && (SD_SCK == 0)) begin
                if (dat == 'hfe) begin
                    step <= 10030;
                    retry <= 512;
                    SDDATWE <= 1;
                    SDDATIN <= 0;
                end else begin
                    err <= 2;
                    if (retry != 0) begin
                        step <= 10020;
                    end else
                        step <= 65000;
                end
            end else begin
                SD_SCK <= !SD_SCK;
            end
        end
        10030: begin
            retry <= retry - 1;
            cnt <= 8;
            step <= 10031;
            SD_SCK <= 1;
            SD_CS <= 0;
            SDDATWE <= 0;
        end
        10031: begin
            if (SD_SCK == 1) begin
                dat[cnt - 1] <= SD_MISO;
                cnt <= cnt - 1;
            end
            if ((cnt == 0) && (SD_SCK == 0)) begin
                SDDATWE <= 1;
                SDDATIN <= dat;
                if (retry != 0) begin
                    step <= 10030;
                end else
                    step <= 10040;
            end else begin
                SD_SCK <= !SD_SCK;
            end
        end
        10040: begin
            SDDATWE <= 0;
            cnt <= 95;
            step <= 10041;
            SD_SCK <= 1;
            SD_MOSI <= 1;
        end
        10041: begin
            cnt <= cnt - 1;
            if (cnt == 0)
                step <= 64000;
            else begin
                SD_SCK <= !SD_SCK;
            end
        end
        20000: begin
            cnt <= 47;
            step <= 20001;
            SD_SCK <= 1;
            SD_CS <= 0;
            SD_MOSI <= cmdrd[47];
        end
        20001: begin
            if ((cnt == 0) && (SD_SCK == 0)) begin
                step <= 20010;
                retry <= 16;
                SD_MOSI <= 1;
            end else begin
                if (SD_SCK == 0) begin
                    cnt <= cnt - 1;
                    SD_MOSI <= cmdrd[cnt - 1];
                end
                SD_SCK <= !SD_SCK;
            end
        end
        20010: begin
            retry <= retry - 1;
            cnt <= 8;
            step <= 20011;
            SD_SCK <= 1;
            SD_CS <= 0;
        end
        20011: begin
            if (SD_SCK == 1) begin
                dat[cnt - 1] <= SD_MISO;
                cnt <= cnt - 1;
            end
            if ((cnt == 0) && (SD_SCK == 0)) begin
                if (dat == 0) begin
                    step <= 20025;
                    retry <= 512;
                    cmdrd[7:0] <= 'hfe;
                    SDDATIN <= 'h0;
                    SDDATWE <= 1;
                end else begin
                    err <= 1;
                    if (retry != 0) begin
                        step <= 20010;
                    end else
                        step <= 65000;
                end
            end else begin
                SD_SCK <= !SD_SCK;
            end
        end
        20020: begin
            if (SDCMDEMPTY != 1) begin
                SDCMDRE <= 1;
                step <= 20021;
            end
        end
        20021: begin
            SDCMDRE <= 0;
            step <= 20022;
        end
        20022: begin
            cmdrd[7:0] <= SDCMDOUT;
            step <= 20025;
        end
        20025: begin
            cnt <= 7;
            step <= 20026;
            SD_SCK <= 1;
            SD_CS <= 0;
            SD_MOSI <= cmdrd[7];
            SDDATWE <= 0;
        end
        20026: begin
            if ((cnt == 0) && (SD_SCK == 0)) begin
                if (retry == 0) begin
                    retry <= 16;
                    step <= 20030;
                    SD_MOSI <= 1;
                end else begin
                    step <= 20020;
                    retry <= retry - 1;
                end
            end else begin
                if (SD_SCK == 0) begin
                    cnt <= cnt - 1;
                    SD_MOSI <= cmdrd[cnt - 1];
                end
                SD_SCK <= !SD_SCK;
            end
        end
        20030: begin
            retry <= retry - 1;
            cnt <= 8;
            step <= 20031;
            SD_SCK <= 1;
            SD_CS <= 0;
        end
        20031: begin
            if (SD_SCK == 1) begin
                dat[cnt - 1] <= SD_MISO;
                cnt <= cnt - 1;
            end
            if ((cnt == 0) && (SD_SCK == 0)) begin
                if (dat == 'he5) begin
                    retry <= 1310720;
                    step <= 20040;
                end else begin
                    err <= 2;
                    if (retry != 0) begin
                        step <= 20030;
                    end else
                        step <= 65000;
                end
            end else begin
                SD_SCK <= !SD_SCK;
            end
        end
        20040: begin
            retry <= retry - 1;
            cnt <= 8;
            step <= 20041;
            SD_SCK <= 1;
            SD_CS <= 0;
        end
        20041: begin
            if (SD_SCK == 1) begin
                dat[cnt - 1] <= SD_MISO;
                cnt <= cnt - 1;
            end
            if ((cnt == 0) && (SD_SCK == 0)) begin
                if (dat != 0) begin
                    step <= 64000;
                end else begin
                    err <= 3;
                    if (retry != 0) begin
                        step <= 20040;
                    end else
                        step <= 65000;
                end
            end else begin
                SD_SCK <= !SD_SCK;
            end
        end
        64000: begin
            SDDATIN <= 'h0;
            SDDATWE <= 1;
            step <= 64001;
            SD_SCK <= 1;
            SD_MOSI <= 1;
            cnt <= 64;
        end
        64001: begin
            SDDATWE <= 0;
            SD_SCK <= !SD_SCK;
            cnt <= cnt - 1;
            if (cnt == 1) begin
                SD_SCK <= 0;
                SD_CS <= 1;
                step <= 0;
            end
        end
        65000: begin
            SDDATIN <= err;
            SDDATWE <= 1;
            step <= 64001;
            SD_SCK <= 1;
            SD_MOSI <= 1;
            cnt <= 64;
        end
        default: step <= step + 1;
    endcase
end
endmodule
==> datasheet_impl.txt <==
Implementation parameters

Parameter                              Value

Floorplanning
  Count of boundary I/O pins .................. 58
  Width of the die .................. ~160 um
  Height of the die .................. 164 um
  Die Size .................. 26900 um2
  Core Rows .................. 58
  Total core area .................. 25500 um2
  Initial standard-cell utilization of the core .................. 0.515

Global routing
  Antenna violations before repair .................. 0
  Global-route total usage across every layer .................. 0.378
  Pin count of the biggest net entering global routing .................. 41
  Number of global-route vias before repair .................. 11800
  Overall overflow remaining after global route .................. 0
  First-pass GRT wire length .................. 71.8 mm

Yosys
  Average footprint of a synthesized cell .................. 9.00 um2
  Dominant cell type by area after synthesis .................. sky130_fd_sc_hd__edfxtp_1
  Post-Syn Instances .................. around 1500
  Portion of the post-synthesis area used by sequential elements .................. 0.398
  Number of distinct library cell variants in the gate-level netlist after synthesis .................. ~100
  Largest type area fraction .................. 0.360
  Dominant register cell .................. sky130_fd_sc_hd__edfxtp_1
  Post-synthesis cell count from yosys .................. 1457
  Yosys chip area .................. 13100 um2
  Synth Register Bits .................. 182
  Post-synthesis instance area .................. 13100 um2
  Number of warning messages in the yosys log .................. 1
  Post-synth tally of flip-flops with integrated enable .................. 157
  Share of synthesized registers carrying an async set or reset .................. 0
  Most area-consuming cells after synthesis .................. sky130_fd_sc_hd__edfxtp_1 (36%), sky130_fd_sc_hd__nor2_1 (4.3%), sky130_fd_sc_hd__dfxtp_1 (3.8%)

CTS
  Clock latency of the later-clocked register in the worst-skew pair .................. 450 ps
  Number of clock sinks .................. ~180
  Total setup buffers inserted after CTS .................. 0
  Maximum count of clock buffers along a single path .................. 2
  Clock tree from TritonCTS .................. yes
  Number of buffers added by the clock tree synthesis step .................. 17
  CTS Root Cell .................. sky130_fd_sc_hd__clkbuf_16
  Number of cells upsized or downsized after cts .................. 0
  Number of hold buffers added after cts .................. 0
  Number of H-tree levels .................. 4
  Clock-pin slew reported for the worst setup and hold paths after clock tree synthesis .................. 80 ps

Detailed routing
  Total vias in the final route .................. 12500
  Post-route DRC violation count .................. 0
  Wire length per cell after detailed routing .................. 25.7 um
  Number of search-and-repair iterations in the first detailed-routing pass .................. 6
  N_diodes .................. 0
  Antenna-violating nets left .................. 0
  Via density .................. 6.82
  Post-detailed-routing wire length .................. approximately 47 mm
  Drt first-iter violations .................. approximately 1500

Timing
  Fin Setup TNS .................. 0 ps
  Final Cycle Share .................. 0.535
  Least-Margin Pin Slew .................. 928 ps
  Max Clock Freq .................. between 200 and 250 MHz
  Min Tclk post-route .................. 4870 ps
  Total setup violations reported at the end of the flow .................. 0
  Final setup skew .................. 17.9 ps
  Number of hold violations in the final report .................. 0
  Unrepaired setup endpoints after global routing .................. no
  Number of max-slew violations in the final report .................. 0
  Max-slew headroom at the worst pin .................. 0.378

Critical path
  Class of the most critical setup path .................. reg2reg
  List of cells traversed by the critical path .................. inv_1 > ha_1 > or2_2 > o31ai_2 > nand3_1 > or2_1 > nor4_1 > ha_1 > nor2b_1 > o2111ai_1 > a211oi_1 > a21oi_1 > nor4_1 > mux2_2
  Worst EP arrival .................. 5070 ps
  Maximum net fanout on the critical path .................. 18
  Worst endpoint required time .................. 9300 ps
  CP delay by family, top .................. simple AND/OR/NAND/NOR gates
  Slowest cell on crit path .................. sky130_fd_sc_hd__edfxtp_1
  Sort of element at the start of the critical path .................. flop
  Buffer-and-inverter tally for the worst setup path .................. 1
  Element type at the critical path end .................. flop
  Worst path max stage delay .................. ~650 ps

Job
  Max Cap Violations .................. 0
  Count of warning messages emitted by the tools .................. 33

Power
  Pint .................. between 1.5 and 2 mW
  Share of total power in the clock network .................. 0.312
  Reg power frac .................. 0.389
  Net switching power of the design .................. about 0.96 mW
  Leakage power total .................. about 4.8 nW
  Power density over the cells .................. 173 nW/um2
  Fraction of power spent switching nets .................. 0.375
  Overall power .................. ~2.6 mW
  IR drop worst, VDD .................. between 0.1 and 0.15 mV
  Fraction of power consumed by combinational cells .................. 0.298

Cells and area
  Share of final-layout standard cells stronger than drive strength 1 .................. 0.107
  Most instantiated logic cells after routing .................. sky130_fd_sc_hd__edfxtp_1 (157), sky130_fd_sc_hd__nor2_1 (151), sky130_fd_sc_hd__nand2_1 (114), sky130_fd_sc_hd__o21ai_0 (92), sky130_fd_sc_hd__a21oi_1 (76)
  Number of fill cells .................. 2134
  Area of all placed cells without fillers .................. around 15000 um2
  Gate Area .................. 7370 um2
  Post-synthesis to final-layout area growth .................. 12.5%
  Total area of sequential cells .................. 5220 um2
  Most frequent standard cell in the layout excluding fill and tap cells .................. sky130_fd_sc_hd__edfxtp_1

Outcome
  Outcome .................. finished clean

Placed design
  Placer congestion estimate .................. between 1 and 1.5
  Number of buffers inserted by port buffering .................. 56
  HPWL reported at the end of detailed placement .................. 34.9 mm
  Placed Instance Area .................. 14100 um2

Hold path
  Tightest Hold Check Type .................. reg2reg
## worst reg2reg max path, stage by stage, from the launching register on
cell	delay, ps
sky130_fd_sc_hd__edfxtp_1	650
sky130_fd_sc_hd__inv_1	190
sky130_fd_sc_hd__ha_1	450
sky130_fd_sc_hd__or2_2	400
sky130_fd_sc_hd__o31ai_2	410
sky130_fd_sc_hd__nand3_1	210
sky130_fd_sc_hd__or2_1	320
sky130_fd_sc_hd__nor4_1	310
sky130_fd_sc_hd__ha_1	170
sky130_fd_sc_hd__nor2b_1	170
sky130_fd_sc_hd__o2111ai_1	160
sky130_fd_sc_hd__a211oi_1	250
sky130_fd_sc_hd__a21oi_1	150
sky130_fd_sc_hd__nor4_1	420
sky130_fd_sc_hd__mux2_2	380
## flip-flops by register name, indices dropped and copies added (netlist names)
signal and cells:
SDCMDRE 1, cmdrd 44, wait_init 16, cmd 40, err 4, SDDATWE 1
retry 25, SD_MOSI 1, step 16, SDDATIN 8, SD_SCK 1, cnt 16
dat 8, SD_CS 1
## layout make-up
type,count,share of cell area
clock buffers,17,0.0289
clock inverters,15,0.0154
inverters,26,0.00662
well taps,330,0.0280
repair buffers,114,0.0675
multi-input cells,1154,0.500
flip-flops and latches,182,0.354
## synth_stat cells, types with 10 or more instances
| cell | instances |
|---|---|
| sky130_fd_sc_hd__or3_1 | 27 |
| sky130_fd_sc_hd__a2111oi_0 | 11 |
| sky130_fd_sc_hd__edfxtp_1 | 157 |
| sky130_fd_sc_hd__o211ai_1 | 13 |
| sky130_fd_sc_hd__dfxtp_1 | 25 |
| sky130_fd_sc_hd__and2_1 | 10 |
| sky130_fd_sc_hd__clkbuf_1 | 47 |
| sky130_fd_sc_hd__nand3_1 | 45 |
| sky130_fd_sc_hd__inv_1 | 25 |
| sky130_fd_sc_hd__a31oi_1 | 20 |
| sky130_fd_sc_hd__o22ai_1 | 19 |
| sky130_fd_sc_hd__o21ai_0 | 92 |
| sky130_fd_sc_hd__mux2i_1 | 12 |
| sky130_fd_sc_hd__a211oi_1 | 18 |
| sky130_fd_sc_hd__a21oi_1 | 77 |
| sky130_fd_sc_hd__mux2_2 | 11 |
| sky130_fd_sc_hd__ha_1 | 12 |
| sky130_fd_sc_hd__nor3_1 | 65 |
| sky130_fd_sc_hd__nor2_1 | 151 |
| sky130_fd_sc_hd__nand2_1 | 114 |
| sky130_fd_sc_hd__a21o_1 | 10 |
| sky130_fd_sc_hd__nand2b_1 | 14 |
| sky130_fd_sc_hd__and3_1 | 17 |
| sky130_fd_sc_hd__xor2_1 | 23 |
| sky130_fd_sc_hd__nand4_1 | 46 |
| sky130_fd_sc_hd__xnor2_1 | 39 |
| sky130_fd_sc_hd__or2_2 | 11 |
| sky130_fd_sc_hd__nor2b_1 | 44 |
| sky130_fd_sc_hd__nor4_1 | 44 |
| sky130_fd_sc_hd__or4_1 | 16 |
| sky130_fd_sc_hd__buf_2 | 33 |
## layer usage
layer / wire length, um / global-route usage / vias to the layer above
met4: 2400 / 0.119 / 0
met3: 5730 / 0.124 / 160
met5: 0 / 0 / -
li1: - / - / 5689
met1: 19800 / 0.573 / 5899
met2: 19200 / 0.531 / 795
## cells by family after synthesis
family / count (synthesis) / share of synthesized area
buffers and inverters: 121 / 0.0418
and+or+nand+nor: 701 / 0.302
DFF: 182 / 0.398
AOI/OAI and AO/OA: 350 / 0.178
xor gates and xnor gates: 62 / 0.0414
adders and majority gates: 12 / 0.0115
muxes: 29 / 0.0274
## per-stage QoR
step	instances	setup WS, ps	utilization	hold slack [ps]
after global placement	1806	4470	0.553	442
final	1838	4230	0.579	461
after CTS	1838	4320	0.579	461
after detailed placement	1806	4330	0.553	451
after global routing	1838	3950	0.579	516
after floorplan	1457	3730	-	432
## final timing paths
kind                from     end  slack, ps  cells past startpoint
setup reg to reg  cnt[1]  dat[6]       4230                     14
hold reg to reg   err[2]  err[2]        460                      2
setup / recovery  cnt[1]  dat[6]       4230                     14
hold / removal    err[2]  err[2]        460                      2
## power groups by stage
stage,registers [mW],logic [mW],clock network (mW)
after CTS,0.993,0.734,0.811
after global routing,0.999,0.804,0.844
final,0.995,0.763,0.799
Power figures rest on the tool's default switching activity, not on a simulated workload.
